File: flow/constraint.sdc
current_design addsub

set clk_period 3.9
set clk_io_pct 0.2

create_clock -name clk0 -period $clk_period

set non_clock_inputs [all_inputs -no_clocks]
set_input_delay [expr $clk_period * $clk_io_pct] -clock clk0 $non_clock_inputs
set_output_delay [expr $clk_period * $clk_io_pct] -clock clk0 [all_outputs]
File: flow/design.v
module fulladder( sum, co, a, b, ci);
  input   a, b, ci;
  output  sum, co;
  reg co, sum;
  always @(a or b or ci) begin
    {co, sum} = a + b + ci;
  end
endmodule
module  add4( sum, co, a, b, ci);
  input   [3:0] a, b;
  input   ci;
  output  [3:0] sum;
  output  co;
  wire [2:0] c;
  fulladder fa0(sum[0], c[0], a[0], b[0], ci);
  fulladder fa1(sum[1], c[1], a[1], b[1], c[0]);
  fulladder fa2(sum[2], c[2], a[2], b[2], c[1]);
  fulladder fa3(sum[3], co, a[3], b[3], c[2]);
endmodule
module	addsub( result, operand_a, operand_b, mode );
	input	[3:0]	operand_a, operand_b;
	input	mode;
	output	[3:0]	result;
	wire co;
	wire	[3:0]	xor_b;
	xor	g0(xor_b[0], operand_b[0], mode);
	xor	g1(xor_b[1], operand_b[1], mode);
	xor	g2(xor_b[2], operand_b[2], mode);
	xor	g3(xor_b[3], operand_b[3], mode);
	add4	m1(
		.sum(result),
		.co(co),
		.a(operand_a),	 
		.b(xor_b),	
		.ci(mode)
	);	
endmodule
File: flow/run.sh
#!/bin/bash
# OpenROAD 26Q1-2900-gdf79404cd8, Yosys 0.63+post, stock flow scripts
make -C /OpenROAD-flow-scripts/flow DESIGN_CONFIG=/design/flow/config.mk WORK_HOME=/design/flow/orfs finish
File: flow/config.mk
export PLATFORM = sky130hd
export DESIGN_NAME = addsub
export DESIGN_NICKNAME = addsub
export VERILOG_FILES = /design/flow/design.v
export SDC_FILE = /design/flow/constraint.sdc
export NUM_CORES = 4
export LEC_CHECK = 1
export CORE_AREA = 10 10 70 70
export DIE_AREA = 0 0 80 80
==> flow_summary.ini <==
; implementation run metrics
[flow_run]
stage_log_warnings = 35
maxCapViolCount = 0

[critical_path]
path_class = in -> out
critical-path-top-delay-family = buffers and inverters
worst-path-buf-inv = 4
critPathCaptureType = output pin
cp_data_arrival_time_ps = 2960
max_stage_delay_ps = 460
critPathLaunchType = input pin
timing.critical_path.required_ps = 3120
critPathMostFrequentCell = sky130_fd_sc_hd__clkdlybuf4s50_1
crit_chain = clkdlybuf4s50_1 -> mux2_2 -> fa_1 -> inv_2 -> fa_2 -> inv_1 -> clkdlybuf4s50_1
critPathMaxFanout = 3
slowest_stage_cell_cp = sky130_fd_sc_hd__clkdlybuf4s50_1
worst_setup_path_startpoint = mode
cp.depth = 7
setup.worst_path.end = result[2]

[power_and_ir_drop]
max-vdd-ir-drop_v = 0.0000255
power.density_mw_per_mm2 = 144
power_uw = 45.8
static-leakage-power_nw = 0.123

[timing]
timing.final.max_slew_violations = 0
final_period_minus_worst_setup_slack_ps = 3740
grt_setup_unrepaired = false
timing.final.ws_setup_ps = 164
holdWs_ps = 2170
final.setup.tns_ps = 0
number_of_failing_setup_endpoints_in_the_final_timing_report = 0
tightest_slew_ps = 211
clock.fmax_ghz = 0.268
final.period_utilization_pct = 95.8
slew-limit-headroom_pct = 85.8
hold_violations = 0

[drt]
ant_nets = 0
num_vias = 119
drt-initial-drc-count = 1
avgViaCountPerCell = 1.65
route.detailed.wl_per_inst_um = 6.72
detailedRoute.firstPassIterationCount = 3
route.detailed.drc = 0
wirelength_um = 484
route.antenna.diode_count = 0

[die]
die_h_um = 80
floorplan.io_pins = 13
floorplan.die_area_sq_mm = 0.00640
initial_core_util_pct = 4.25
fp.coreArea_sq_mm = 0.00342
die-width_um = 80
rows = 21

[finish]
synth_to_final_area_change_pct = 119
finalCoreUtilization_pct = 9.30
clock_buffers = 0
flop-count = 0
layout-drive-gt1-share_pct = 15.4
finish.instance_area_sq_um = 318
layout.filler_cells = 410
final-instance-count-excl-fill = 72
register_area_sq_um = 0

[logic_synthesis]
synth_top_area_share_pct = 27.6
synth_cell_types = 6
synth_area_leader_cell = sky130_fd_sc_hd__fa_1
avgSynthCellArea_sq_um = 9.07
synthCells = 16
synth.yosys.chip_area_sq_um = 145
yosys_warnings = 1
yosys_cells = 16
synth_top_area_cells = sky130_fd_sc_hd__fa_1 (28%), sky130_fd_sc_hd__xnor2_1 (24%), sky130_fd_sc_hd__buf_4 (21%), sky130_fd_sc_hd__xor2_1 (12%), sky130_fd_sc_hd__inv_1 (7.8%)
yosysSeqAreaShare_pct = 0
netlist_area_pre_place_sq_um = 145

[global_routing]
pin_count_of_the_biggest_net_entering_global_routing = 4
groute.usage.overall_pct = 1.46
grt_remaining_overflow = 0
grt_first_pass_wirelength_um = 731
first_global_vias = 137
antenna_violations_before_repair = 0

[placed_design]
gp_congestion = 0.702
dpl.cell_count = 72
port_buffers = 13
post_detailed_placement_cell_area_sq_um = 310
place_hpwl_um = 484
place_ws_ps = 30.6

[run_status]
run_status = finished clean

[hold_path]
hold_start = operand_b[0]
hold_path.class = in -> out

[clocking]
postCtsSetupBuffers = 0
## worst min-delay path by stage
stage,to,slack [ps],cells past startpoint
5_1_grt,result[0],2220,3
6_report,result[0],2170,3
4_1_cts,result[0],2530,3
## worst min-delay path, stage by stage
cell                              delay (ps)
sky130_fd_sc_hd__dlymetal6s2s_1          130
sky130_fd_sc_hd__xor2_1                   80
sky130_fd_sc_hd__clkdlybuf4s50_1         400
## layer usage
layer,vias to the layer above,GRT usage (%),share of wire (%)
met3,0,1.02,20
met4,0,0,0
met2,11,1.52,24
li1,63,-,-
met1,45,2.33,56
met5,-,0,0
## cell type report
class	instances	area (sq um)	area share, %
Tap cell	46	57.6	18.1
Multi-Input combinational cell	9	106	33.5
Timing Repair Buffer	14	143	44.9
Inverter	3	11.3	3.54
## cells in the final DEF, fill, tap and decap left out
cell                              netlist  final
sky130_fd_sc_hd__fa_2                   0      1
sky130_fd_sc_hd__inv_1                  3      2
sky130_fd_sc_hd__xnor2_1                4      4
sky130_fd_sc_hd__buf_4                  4      1
sky130_fd_sc_hd__clkdlybuf4s50_1        0     11
sky130_fd_sc_hd__dlymetal6s2s_1         0      2
sky130_fd_sc_hd__fa_1                   2      1
sky130_fd_sc_hd__xor2_1                 2      2
sky130_fd_sc_hd__inv_2                  0      1
sky130_fd_sc_hd__mux2_2                 0      1
## where the power goes
part           internal, mW  switching, mW  total (mW)
registers                 0              0           0
logic                0.0320         0.0137      0.0458
clock network             0              0           0
## cell families after synthesis
logic type	after synthesis	synth area share, %
buf+inv	7	28.4
xor+xnor	6	36.2
fa+ha+maj	2	27.6
mux	1	7.76
## synth_stat cells (all sizes together)
library cell	count
buf	4
fa	2
inv	3
mux2	1
xnor2	4
xor2	2
## repair_timing
action | 4_1_cts | 5_1_grt
hold endpoints to repair | 0 | 0
setup endpoints to repair | 0 | 2
hold buffers | 0 | 0
resized | 0 | 5
Power figures rest on the tool's default switching activity, not on a simulated workload.
