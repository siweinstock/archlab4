`/design/flow/constraint.sdc`:
```
current_design sat_count

set clk_period 1.1
set clk_io_pct 0.2

create_clock -name clk0 -period $clk_period [get_ports {clk}]

set non_clock_inputs [all_inputs -no_clocks]
set_input_delay [expr $clk_period * $clk_io_pct] -clock clk0 $non_clock_inputs
set_output_delay [expr $clk_period * $clk_io_pct] -clock clk0 [all_outputs]
```
`/design/flow/design.v`:
```
module sat_count(clk, reset, branch, taken, prediction);
   parameter N=2;
   input clk, reset, branch, taken;
   output prediction;
   reg [1:0] state;
   always @(posedge clk) begin
     if (reset) state <= 'b0;			 
     else if (~branch) state <= state;		 
     else begin
       case (state)
         'b00: state <= taken ? 'b01 : 'b00;
         'b01: state <= taken ? 'b10 : 'b00;
         'b10: state <= taken ? 'b11 : 'b01;
         'b11: state <= taken ? 'b11 : 'b10;
         default: state <= 'bxx;         
       endcase
     end
   end
   assign prediction = state[1];
endmodule
```
`/design/flow/run.sh`:
```
#!/bin/bash
# OpenROAD 26Q1-2900-gdf79404cd8, Yosys 0.63+post, stock flow scripts
make -C /OpenROAD-flow-scripts/flow DESIGN_CONFIG=/design/flow/config.mk WORK_HOME=/design/flow/orfs finish
```
`/design/flow/config.mk`:
```
export PLATFORM = sky130hd
export DESIGN_NAME = sat_count
export DESIGN_NICKNAME = sat_count
export VERILOG_FILES = /design/flow/design.v
export SDC_FILE = /design/flow/constraint.sdc
export NUM_CORES = 4
export LEC_CHECK = 1
export CORE_AREA = 10 10 70 70
export DIE_AREA = 0 0 80 80
```
==> results.json <==
{
  "status": "finished clean",
  "cts_buffer_depth": 2,
  "holdCritStartpoint": "state[0]",
  "path_cells": "dlygate4sd2_1",
  "rr_startpoint": "state[1]",
  "relSlewSlack_pct": 87.0,
  "worst_hold_path.endpoint": "state[1]",
  "critPathTopFamily": "flip-flops",
  "warning_count": 25,
  "hold_viol": 0,
  "synth.distinct_cells": 10,
  "die_h_um": 80,
  "via_count": 118,
  "grt_max_degree": 5,
  "cts_hold_buf": 0,
  "area_growth_pct": 142,
  "n_fill_cell": 409,
  "cts_tree": "yes",
  "finalClockPeriodUsage_pct": 89.6,
  "ctsRootBufferMaster": "clkbuf_4",
  "final.setup_skew_ns": 0.00556,
  "drt_iter0_markers": 24,
  "io_buffers": 4,
  "crit_type": "register to output pin",
  "grt.total_usage_pct": 1.32,
  "fin_crit_ns": 0.985,
  "yosysSeqAreaShare_pct": 44.4,
  "logic_area_um2": 42.5,
  "io_pins": 5,
  "die_w_um": 80,
  "syn_inst": 12,
  "drc_errors": 0,
  "htreeDepth": 1,
  "grt_pass1_wl_um": 572,
  "reg.largest.list": "state x2",
  "worstSetupEndpointType": "output pin",
  "drive_above_1_share_pct": 30.0,
  "worstMarginPinSlew_ns": 0.194,
  "layout_top_cells": "clkbuf_4, clkdlybuf4s50_1, nand2_1",
  "ir_worst_vdd_uv": 141,
  "r2r_cells": 4,
  "yosysWarnings": 1,
  "synth_flops": 2,
  "maxCapViolCount": 0,
  "fmax_mhz": 1010,
  "timing.rr.end": "state[1]",
  "row_count": 21,
  "leakagePower_nw": 0.0811,
  "dpl_cell_area_um2": 188,
  "fp_util_pct": 2.64,
  "cts_made_buffers": 3,
  "seq_area_um2": 41.3,
  "critPathArrivalTime_ns": 0.77,
  "chip_area_mm2": 0.00640,
  "p_per_area_mw_per_mm2": 1260,
  "setup_viol": 0,
  "ant_nets": 0,
  "drt-pass1-iter-count": 3,
  "max_stage_delay_ns": 0.31,
  "insertion_delay_ns": 0.23,
  "rsz0062_at_grt": "false",
  "critPathMaxFanout": 2,
  "path_buffers": 1,
  "cts_sinks": 2,
  "avgSynthCellArea_um2": 7.51,
  "syn-cell-area_um2": 90.1,
  "slew_violations": 0,
  "clk_pin_slew_ns": 0.03,
  "coreArea_mm2": 0.00342,
  "reg2reg_slack_ns": 0.29,
  "yosysChipArea_um2": 90.1,
  "worstPathRequired_ns": 0.88,
  "final_cell_area_um2": 218,
  "antenna_found_initial": 0,
  "grt_pass1_vias": 132,
  "avgRoutedWirePerCell_um": 5.23,
  "regMostFlops": "state",
  "largest_register_ffs": 2,
  "gp_congestion": 0.593,
  "diodes": 0,
  "grt_overflow": 0,
  "drt_wl_total_um": 345,
  "cp_slowest_cell": "dfxtp_2",
  "hold_depth": 2,
  "hold_path.class": "register to register",
  "ys_cells": 12,
  "finalSetupTns_ns": 0,
  "critical_path.startpoint_type": "register",
  "vias_per_cell": 1.79
}
synth_stat cells:
library cell	n	area, um2
a311oi_1	1	8.76
inv_2	1	3.75
a21o_1	1	7.51
o21ai_1	1	5.00
inv_1	1	3.75
nand2_1	2	7.51
a21oi_1	1	5.00
nor2_1	1	3.75
o21ai_0	1	5.00
dfxtp_1	2	40.0
where the power goes:
part           total (mW)  leakage [nW]  switching [mW]  internal, mW
registers          0.0804        0.0169         0.00288        0.0775
clock network       0.164        0.0138          0.0438         0.121
logic              0.0298        0.0504          0.0116        0.0182
routing by layer:
metal	wire, um	track usage, %	vias to the layer above	part of all wire, %
met5	0	0	-	0
li1	-	-	58	-
met4	0	0.176	0	0
met3	52	2.05	0	15
met2	133	1.44	5	39
met1	160	1.32	55	46
cell type report:
class / instances / area share (%)
Tap cell: 46 / 26.4
Sequential cell: 2 / 19.0
Timing Repair Buffer: 5 / 21.3
Inverter: 2 / 3.45
Clock buffer: 3 / 10.3
Multi-Input combinational cell: 8 / 19.5
worst max-delay path by stage:
stage         startpoint          to  slack [ns]  cells after the start
CTS             state[1]  prediction        0.09                      1
global route    state[1]  prediction        0.08                      1
finish          state[1]  prediction        0.11                      1
through the flow:
step | worst slack, ns | instances | power (mW) | util, % | hold slack, ns
finish | 0.115 | 66 | 0.275 | 6.37 | 0.476
global route | 0.0801 | 66 | 0.298 | 6.37 | 0.518
CTS | 0.0937 | 66 | 0.287 | 6.37 | 0.477
detailed placement | -0.0740 | 62 | 0.110 | 5.49 | 0.485
global placement | -0.0238 | 62 | 0.108 | 5.49 | 0.468
floorplan | 0.388 | 12 | 0.0912 | - | 0.289
logic make-up after synthesis:
| group | after synthesis | synth area share [%] |
|---|---|---|
| buf+inv | 2 | 8.33 |
| compound gates | 5 | 34.7 |
| flops | 2 | 44.4 |
| simple gates | 3 | 12.5 |
timing repair:
| item | CTS | global route |
|---|---|---|
| resized | 2 | 0 |
| endpoints found under the setup margin | 1 | 0 |
| setup buffers | 1 | 0 |
Power figures rest on the tool's default switching activity, not on a simulated workload.
