==> run.sh <==
#!/bin/bash
# OpenROAD 26Q1-2900-gdf79404cd8, Yosys 0.63+post, stock flow scripts
make -C /OpenROAD-flow-scripts/flow DESIGN_CONFIG=/design/flow/config.mk WORK_HOME=/design/flow/orfs finish
==> config.mk <==
export PLATFORM = sky130hd
export DESIGN_NAME = fifo
export DESIGN_NICKNAME = fifo
export VERILOG_FILES = /design/flow/design.v
export SDC_FILE = /design/flow/constraint.sdc
export NUM_CORES = 4
export LEC_CHECK = 1
export CORE_AREA = 10 10 99 99
export DIE_AREA = 0 0 109 109
==> constraint.sdc <==
current_design fifo

set clk_period 3.2
set clk_io_pct 0.2

create_clock -name clk0 -period $clk_period [get_ports {clk}]

set non_clock_inputs [all_inputs -no_clocks]
set_input_delay [expr $clk_period * $clk_io_pct] -clock clk0 $non_clock_inputs
set_output_delay [expr $clk_period * $clk_io_pct] -clock clk0 [all_outputs]
==> design.v <==
module fifo(clk, reset, in, push, pop, out, full);
	parameter N=4;  
	parameter M=2;  
	input clk, reset, push, pop;
	input [M-1:0] in;
	output reg [M-1:0] out;
	output full;
	reg [M-1:0] DATA[N-1:0];
	reg [$clog2(N):0] head = 0;
	reg [$clog2(N):0] tail = 0;
	reg [$clog2(N):0] n = 0;
	integer i;
	always @(posedge clk) begin
		if (reset) begin
			head <= 'b0;
			tail <= 'b0;
			n <= 'b0;
			out <= 'b0;
			for (i=0; i<N; i=i+1) begin
				DATA[i] <= 'b0;
			end
		end
		else begin
			out <= DATA[tail];
			case ({push, pop})
				2'b10: begin
					if (~full) begin
						DATA[head] <= in;
						head <= (head + 1) & (N-1);	 
						n <= n + 1;
					end
				end
				2'b01: begin
					if (n > 0) begin
						DATA[tail] <= 'b0;
						tail <= (tail + 1) & (N-1);	 
						n <= n - 1;
					end
				end
				2'b11: begin
					DATA[head] <= in;
					head <= (head + 1) & (N-1);	 
					if (n > 0) begin	 
						DATA[tail] <= 'b0;
						tail <= (tail + 1) & (N-1);	 
					end
					else begin	 
						n <= n + 1;
					end
				end
			endcase
		end
	end
	assign full = (n == N) ? 1 : 0; 
endmodule
==> flow_summary.ini <==
; implementation run metrics
[hold_path]
hp-class = reg2reg
worstHoldPathCells = 2
hp-start = DATA[1][0]$_SDFFE_PP0P_

[clock_tree]
cts_root_buf = clkbuf_8
hold_buffers = 0
cts_tree = built
cts_setup_buffers = 0
cts.sinks = 17
clkTransAtPathRegs_ps = 60
clock.latency.late_pin_ps = 250
numCtsBuffers = 3
post_cts_resized = 0
cts_buffer_depth = 2
htree_levels = 1

[power_and_ir_drop]
ir_worst_vdd_mv = 0.1194
cellPowerDensity_nw_per_um2 = 450.3
power_leakage_nw = 0.3846
power_w = 0.0005318

[finish]
area_delta_synth_final_pct = 24.54
fin_util_pct = 15.29
drive_gt1_share_pct = 10.28
fill_cells = 855
mostFrequentLayoutCells = 17 x dfxtp_1, 9 x nor2_1, 8 x clkdlybuf4s50_1
final_cell_area_um2 = 1181
final_layout_top_logic_cell = dfxtp_1

[floorplan]
initCoreUtil_pct = 12.27
dieArea_um2 = 11880
die_w_um = 109
placementRows = 32
die-height_um = 109
ios = 9
core-area_um2 = 7727

[route]
drt_iter0_drc = 40
vias = 712
dr.pass1.iters = 6
wl_per_cell_um = 8.751
drc_errors = 0
via_per_inst = 3.407
antenna_cells = 0
drt_wl_total_mm = 1.829
postRouteAntennaNets = 0

[logic_synthesis]
synth_cell_type_count = 35
ff_type = dfxtp_1
synth_area_per_cell_um2 = 9.580
syn-cell-area_um2 = 948.4
ys_cells = 99
synth_flops = 17
synth-edff-count = 0
yosysWarningCount = 1
synth_chip_area_um2 = 948.4
synth_seq_share_pct = 35.88
async_flop_share_pct = 0
syn_inst = 99

[final_timing]
relSlewSlack_pct = 70.22
worstMarginPinSlew_ps = 446.7
min_period_ps = 2220
setup_viol = 0
tns_ps = 0
setup_slack_ps = 980.3
drv_slew = 0
clock_skew_ps = 1.532
fmax_mhz = 450.5
hold_violations = 0
min_period_over_period_pct = 69.37
rsz0062_at_grt = no

[grt]
grt_pass1_vias = 654
grt_pass1_wl_mm = 3.063
grt_overflow_total = 0
track_usage_pct = 3.137
grt_max_degree = 20
antenna_found_initial = 0

[critical_path]
cp.required_ps = 3380
path_delay_family = buffers and inverters
cp-startpoint = pop
critPathMaxStageDelay_ps = 670
crit_slowest_cell = clkdlybuf4s50_1
cp-start-kind = input port
cp.depth = 6
worstPathArrival_ps = 2400
cp_num_buf_inv = 1
path_cells = clkdlybuf4s50_1 > or2b_1 > fa_1 > nor2b_1 > o21ai_0 > a31oi_1
critPathMaxFanout = 10
r2r-start = n[2]$_SDFFE_PP0P_
endpoint_kind = register
crit_type = in2reg
r2r_cells = 4

[place]
pre_cts_ws_ps = 740.0
place_area_um2 = 1136
io_buffers = 8
dp_hpwl_mm = 1.340
routabilityCongestion = 0.7544

[run_status]
status = completed

[flow_run]
maxCapViolCount = 0
warning_count = 28
-- worst min-delay path: cells and delay by family (launching register included) --
| family | cells | cell delay, ps |
|---|---|---|
| DFF | 1 | 320 |
| AOI/OAI and AO/OA | 2 | 140 |
-- path summary, 6_finish.rpt --
kind | end | slack (ps)
setup / recovery | n[2]$_SDFFE_PP0P_ | 980
hold / removal | DATA[1][0]$_SDFFE_PP0P_ | 510
setup reg to reg | DATA[3][0]$_SDFFE_PP0P_ | 1570
hold reg to reg | DATA[1][0]$_SDFFE_PP0P_ | 510
-- routing by layer --
metal,share of wire (%),GRT usage (%),wire length (um)
met5,0,0,0
met4,1.9,0.5650,34
met3,6.9,1.135,127
met2,46,4.799,834
met1,46,4.209,833
-- where the power goes --
group	total, W	internal (W)	leakage [nW]	switching (W)
Sequential	0.000256	0.000231	0.139	0.0000247
Clock	0.000155	0.0000882	0.0228	0.0000672
Combinational	0.000121	0.0000608	0.223	0.0000600
Total	0.000532	0.000380	0.385	0.000152
-- flip-flops by register name (all words and copies together), names as in the netlist --
signal,cells
n,3
tail,2
out,2
head,2
DATA,8
-- cell type report --
cell class | count | area (um^2) | share of cell area [%]
clock buffers | 4 | 45.04 | 3.814
inverters | 4 | 15.01 | 1.271
multi-input cells | 72 | 558.0 | 47.25
flip-flops and latches | 17 | 340.3 | 28.81
well taps | 102 | 127.6 | 10.81
repair buffers | 10 | 95.09 | 8.051
-- Yosys cell counts, types with 2 or more instances --
library cell / instances / area, um^2
dfxtp_1: 17 / 340.3
nor2_1: 9 / 33.78
nand2_1: 6 / 22.52
o21ai_0: 6 / 30.03
a211oi_1: 5 / 37.54
a21oi_1: 5 / 25.02
mux2i_1: 5 / 50.05
ha_1: 4 / 50.05
inv_1: 4 / 15.01
nor2b_1: 4 / 25.02
clkbuf_1: 3 / 11.26
xnor2_1: 3 / 26.28
a221oi_1: 2 / 17.52
mux4_2: 2 / 45.04
nand3_1: 2 / 10.01
nand4b_1: 2 / 17.52
xor2_1: 2 / 17.52
-- kinds of logic (layout without fill, tap and decap cells) --
family / after synthesis / count (layout) / share of synthesized area, %
and+or+nand+nor: 33 / 33 / 22.03
AOI/OAI and AO/OA: 22 / 22 / 14.78
DFF: 17 / 17 / 35.88
buffers and inverters: 10 / 18 / 5.276
muxes: 7 / 7 / 10.03
adders and majority gates: 5 / 5 / 7.388
xor gates and xnor gates: 5 / 5 / 4.618
-- metrics by stage --
stage,std cells,hold WS (ps)
global route,209,533.9
floorplan,99,467.7
global placement,205,488.8
detailed placement,205,500.3
CTS,209,512.1
finish,209,510.8
No activity file was given, so power comes from the tool's default toggle rates.
